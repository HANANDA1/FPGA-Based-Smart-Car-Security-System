$ cat ./config.mk
export PLATFORM = sky130hd
export DESIGN_NAME = TimeParametersWithReprogrammability
export DESIGN_NICKNAME = TimeParametersWithReprogrammability
export VERILOG_FILES = /design/flow/design.v
export SDC_FILE = /design/flow/constraint.sdc
export NUM_CORES = 4
export LEC_CHECK = 1
export CORE_AREA = 10 10 74 74
export DIE_AREA = 0 0 84 84
$ cat ./run.sh
#!/bin/bash
# OpenROAD 26Q1-2900-gdf79404cd8, Yosys 0.63+post, stock flow scripts
make -C /OpenROAD-flow-scripts/flow DESIGN_CONFIG=/design/flow/config.mk WORK_HOME=/design/flow/orfs finish
$ cat ./design.v
module TimeParametersWithReprogrammability (
    input logic systemReset, reprogram,
    input logic [1:0] interval, timeParameterSelector,
    input logic [3:0] timeValue,
    output logic [3:0] value
);
    logic [3:0] T_ARM_DELAY = 4'b0110, T_DRIVER_DELAY = 4'b1000, T_PASSENGER_DELAY = 4'b1111, T_ALARM_ON = 4'b1010;
    always @(*) begin
        if (systemReset) begin
            T_ARM_DELAY = 4'b0110;
            T_DRIVER_DELAY = 4'b1000;
            T_PASSENGER_DELAY = 4'b1111;
            T_ALARM_ON = 4'b1010;
        end
        if (reprogram) begin
            case (timeParameterSelector)
                2'b00 : T_ARM_DELAY = timeValue;
                2'b01 : T_DRIVER_DELAY = timeValue;
                2'b10 : T_PASSENGER_DELAY = timeValue;
                2'b11 : T_ALARM_ON = timeValue;
            endcase
        end
        case (interval)
            2'b00 : value = T_ARM_DELAY;
            2'b01 : value = T_DRIVER_DELAY;
            2'b10 : value = T_PASSENGER_DELAY;
            2'b11 : value = T_ALARM_ON;
        endcase
    end
endmodule
$ cat ./constraint.sdc
current_design TimeParametersWithReprogrammability

set clk_period 3.5
set clk_io_pct 0.2

create_clock -name clk0 -period $clk_period

set non_clock_inputs [all_inputs -no_clocks]
set_input_delay [expr $clk_period * $clk_io_pct] -clock clk0 $non_clock_inputs
set_output_delay [expr $clk_period * $clk_io_pct] -clock clk0 [all_outputs]
==> out/writeup.txt <==
The run finished with clean final reports. The final timing report gives a worst setup slack of 234.3 ps. The number of I/O port buffers was 14. Leaving out fill and tap cells, the most frequent cell in the layout is dlxtn_1. IR analysis of the VDD net gives a maximum drop of 0.01637 mV. The maximum fanout along the worst path works out to 7. The run gives 0 as the initial antenna violation count. The dominant register cell in the synthesized netlist was dlxtn_1.

The number of max-slew violations in the final report is 0. With the remaining antenna violation count at 0, the data arrival time of the critical path is 2570 ps. Origin of the worst min-delay path: reprogram. For the DRC violations left, the log shows 0.

The detailed-route via count was 747. The final layout contains routed wiring with a total length of 1857 um. The detailed-route vias per instance is 4.343, and the die outline height is 84 um. The tools report the number of rows in the core area as 23. The top cell types in the final layout, fill and taps aside, are 16 x dlxtn_1, 13 x o21ai_0, 12 x clkdlybuf4s50_1, 11 x nor2_1, 9 x buf_4. The sum of negative setup slack was 0 ps; the count of instantiated cells in the yosys netlist was 107. For the top-level I/O count, the log shows 14. The area reported by Yosys stat is 807.0 um^2. The run gives 0.003971 mm^2 for the core area. The number of warnings reported in the stage logs is 32. The wire length per cell was 10.80 um. Counting I/O delays and the setup requirement, the final critical path takes 3266 ps. Once placement completed, the tool counted placed cells totaling 170. The share of the clock period used by the worst path was 93.31%; the max-capacitance violation count was 0. The starting DRC count in detailed routing is 67. The hold path depth is 6, and the required time at the worst-slack endpoint is 2800 ps. For the power consumption, the log shows 92.77 uW. According to the floorplan report, the total die area is 0.007056 mm^2.

The routed design ends up with an antenna cell count of 0. Setup repair after global routing left no endpoint under its margin. The nature of the critical path endpoint is an output pin. The count of unclocked register or latch pins was 16; the share of layout cells above drive strength 1 was 10.66%. Looking at the setup timing report, the critical path kind is in -> out. The measured slew at the worst slew-check pin works out to 374.9 ps. The mean instance size in the synthesized netlist is 7.542 um^2, and the total track usage is 5.307%.

The gate-level netlist out of Yosys references 30 unique cell types. The fill cell instance count of the final layout was 443. The worst hold path class was in -> out.

The first detailed-routing pass took 4 iterations. Entering global routing, the biggest net connects 18 pins. Yosys reported a register bit count of 16. The logs give 20.32% for the initial core utilization and 0 for the post-cts hold-fix buffer tally.

Once detailed placement completed, the half-perimeter wirelength came to 1552 um. The tools report the number of unconstrained endpoints as 16. The floorplan step set the die width to 84 um. The first global-routing pass estimated 3353 um of wire.

Final hold analysis gives a worst-case slack of 2434 ps. The tools report the number of failing hold endpoints at the final stage as 0. After technology mapping, the gate count stands at 107.

The worst hold path terminates at value[1]. Endpoints with negative setup slack in the final report add up to 0. After synthesis, the share of flip-flops with an asynchronous set or reset is 0%. For the worst slack at placement, the log shows 65.08 ps. The area growth from synthesis to layout was 28.84%; the remaining global-route overflow was 0.

For this run, the number of Yosys warnings is 17. Kind of start point of the critical path: an input port. The number of enable flip-flop cells was 0; the worst slew margin relative to its limit was 74.96%. The script computed a power per unit cell area of 89.22 mW/mm^2.

The final estimated routing congestion in global placement was 0.7801. For the static leakage, the log shows 0.0004512 uW. For this run, the number of standard cells in the final layout without fillers is 172.

The highest clock frequency the design can meet is 0.3062 GHz. The cell area that synthesis handed to floorplanning was 807.0 um^2. The run gives 708 for the number of global-route vias before repair.
## state kept, by name, summed over array words and instances (netlist names)
name,count
T_PASSENGER_DELAY,4
T_ARM_DELAY,4
T_ALARM_ON,4
T_DRIVER_DELAY,4
## Yosys cell counts (all sizes together) (2+ instances only)
cell    instances  area, um^2
a21oi           6       30.03
a31oi           2       12.51
and3b           2       17.52
buf             7       46.29
dlxtn          16       240.2
inv             3       11.26
mux2i           6       60.06
nand2           6       22.52
nand2b          6       37.54
nand3           4       20.02
nand3b          5       50.05
nor2           11       41.29
nor2b           2       12.51
nor3            3       15.01
nor3b           2       26.28
o211ai          2       15.01
o21ai          14       70.06
o22ai           2       12.51
xnor2           2       17.52
## logic make-up (layout without fill, tap and decap cells)
logic type | after synthesis | count (layout) | synth area share, %
compound gates | 29 | 29 | 21.08
xor+xnor | 2 | 2 | 2.171
buf+inv | 11 | 26 | 7.596
latches | 16 | 16 | 29.77
mux | 6 | 6 | 7.442
simple gates | 43 | 43 | 31.94
## how the worst max path moves through the flow
stage / startpoint / end / slack [ps] / cells after the start
4_1_cts: reprogram / value[3] / 50 / 6
5_1_grt: timeParameterSelector[0] / value[1] / 110 / 7
6_report: timeParameterSelector[0] / value[3] / 230 / 7
## per-stage QoR
step,utilization [%],cell area [um^2]
floorplan,-,807.0
global placement,25.49,1012
detailed placement,25.49,1012
CTS,25.49,1012
global route,26.18,1040
finish,26.18,1040
## what timing repair did
item                       in CTS  in global routing
setup endpoints to repair       0                  3
resized                         0                  3
setup buffers                   0                  2
## routing by layer
metal | global-route usage [%] | share of wire (%) | up-vias
met4 | 0 | 0 | 0
li1 | - | - | 408
met5 | 0 | 0 | -
met3 | 0 | 0.54 | 0
met1 | 6.859 | 45 | 333
met2 | 10.10 | 55 | 6
## cell type report
class / instances / area [um^2] / share of cell area [%]
inverter: 3 / 11.26 / 1.083
sequential: 16 / 240.2 / 23.10
timing repair buffer: 23 / 212.7 / 20.46
tap: 50 / 62.56 / 6.017
multi-input combinational: 80 / 513.0 / 49.34
## worst max-delay path: stages
cell	delay [ps]
clkdlybuf4s50_1	480
buf_4	190
and3b_1	180
or3_1	310
a21oi_1	170
o22ai_1	110
clkdlybuf4s50_1	430
## power breakdown
part	total (uW)	internal (uW)	leakage, uW	switching (uW)
clock network	0	0	0	0
logic	78.8	42.0	0.000322	36.8
registers	14.0	12.8	0.000130	1.21
total	92.8	54.7	0.000451	38.0
Power is estimated from default activity; no workload was simulated.
