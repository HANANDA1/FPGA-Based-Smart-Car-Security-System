## /design/flow/config.mk

```make
export PLATFORM = sky130hd
export DESIGN_NAME = SirenGenerator
export DESIGN_NICKNAME = SirenGenerator
export VERILOG_FILES = /design/flow/design.v
export SDC_FILE = /design/flow/constraint.sdc
export NUM_CORES = 4
export LEC_CHECK = 1
export CORE_AREA = 10 10 110 110
export DIE_AREA = 0 0 120 120
```

## /design/flow/constraint.sdc

```tcl
current_design SirenGenerator

set clk_period 5.1
set clk_io_pct 0.2

create_clock -name clk0 -period $clk_period [get_ports {clock}]

set non_clock_inputs [all_inputs -no_clocks]
set_input_delay [expr $clk_period * $clk_io_pct] -clock clk0 $non_clock_inputs
set_output_delay [expr $clk_period * $clk_io_pct] -clock clk0 [all_outputs]
```

## /design/flow/design.v

```verilog
module SirenGenerator (
    input logic clock,
    input logic siren,
    output logic speaker
);
    logic [26:0] tone;
    wire [6:0] ramp = ~tone[25:19];
    wire [17:0] clockDivider = {2'b01, ramp, 9'b0};
    logic [17:0] counter;
    always_ff @(posedge clock) begin
        if (!siren) begin
            speaker <= 1'b0;
            tone <= '0;
            counter <= clockDivider;
        end else begin
            tone <= tone + 27'd1;
            if (counter == 18'd0) begin
                counter <= clockDivider;
                speaker <= ~speaker;
            end else begin
                counter <= counter - 18'd1;
            end
        end
    end
endmodule
```

## /design/flow/run.sh

```bash
#!/bin/bash
# OpenROAD 26Q1-2900-gdf79404cd8, Yosys 0.63+post, stock flow scripts
make -C /OpenROAD-flow-scripts/flow DESIGN_CONFIG=/design/flow/config.mk WORK_HOME=/design/flow/orfs finish
```

==> impl_metrics.json <==
{
  "cp.required_ns": 4.08,
  "vias": 1412,
  "ys_top_cells_by_count": "dfxtp_1 (45), and2_1 (22), nor2_1 (21), xor2_1 (20), xnor2_1 (18)",
  "crit_arrival_ns": 1.14,
  "startpoint_type": "flip-flop",
  "outcome": "finished clean",
  "ys_sh_xor_pct": 15.93,
  "routed_wl_mm": 3.389,
  "cts_buffers": 5,
  "timing.max_cap.violations": 0,
  "cp_num_buf_inv": 1,
  "crit_family": "buffers and inverters",
  "fp_util_pct": 21.38,
  "clock_latency_ns": 0.29,
  "p_leak_nw": 0.8737,
  "die_y_um": 120,
  "cts-root-buf": "clkbuf_8",
  "hold_viol": 0,
  "ios": 3,
  "dieArea_mm2": 0.01440,
  "cts_tree": "done",
  "adder_share_pct": 1.198,
  "vias_per_cell": 3.933,
  "openroad.warnings": 25,
  "hpwl_mm": 2.289,
  "wl_per_cell_um": 9.440,
  "slowest_stage": "clkdlybuf4s50_1",
  "powerDensity_mw_per_mm2": 340.9,
  "final.min_clock_period_ns": 2.160,
  "synthDominantCellAreaShare_pct": 43.11,
  "die_width_um": 120,
  "rsz0062_at_grt": "no",
  "cts_resized": 0,
  "peakVddDrop_mv": 0.1649,
  "synth.distinct_cells": 37,
  "cts_max_level": 2,
  "finalCoreUtilization_pct": 24.45,
  "ys_seq_share_pct": 43.11,
  "fin_ws_ns": 2.940,
  "grt_usage_pct": 4.908,
  "drcViolationCount": 0,
  "drtIter0Drc": 75,
  "final_cell_area_mm2": 0.002390,
  "topCellsByArea": "dfxtp_1 (43%), xor2_1 (8.4%), xnor2_1 (7.5%)",
  "numPortBuffers": 2,
  "syn_inst": 220,
  "top_area_cell": "dfxtp_1",
  "hp-class": "flip-flop to flip-flop",
  "ys_cells": 220,
  "globalplace.congestion": 0.7982,
  "antenna-diode-count": 0,
  "simple_gate_area_share_pct": 31.38,
  "slew_headroom_pct": 41.76,
  "grt_pass1_vias": 1410,
  "ys_sh_mux_pct": 3.353,
  "cp-end-kind": "output pin",
  "drtAntennaViolNets": 0,
  "antenna_found_initial": 0,
  "synth_warnings": 1,
  "rows": 36,
  "netlist_area_mm2": 0.002090,
  "ctsHoldBuffers": 0,
  "ys_seq_elements": 45,
  "top_cell": "dfxtp_1",
  "path_max_fanout": 2,
  "first_pass_iters": 4,
  "final-setup-viol-count": 0,
  "grt_max_degree": 32,
  "worstSetupPathType": "flip-flop to output pin",
  "tns_ns": 0,
  "drive_gt1_share_pct": 8.850,
  "grt_remaining_overflow": 0,
  "grt_pass1_wl_mm": 6.210,
  "yosys_area_mm2": 0.002090,
  "syn_area_per_cell_um2": 9.498,
  "aoi_share_pct": 2.635,
  "post-route-period-util_pct": 42.36,
  "areaGrowthSynthToFinish_pct": 14.37,
  "place_area_mm2": 0.002256,
  "clock-sinks": 45,
  "worstMarginPinSlew_ns": 0.8737,
  "fmax_mhz": 462.9,
  "skew_ns": 0.007651,
  "clockBufferDepth": 2,
  "topCombFamilyByArea": "simple AND/OR/NAND/NOR gates",
  "synthArstFlopShare_pct": 0,
  "edf_count": 0,
  "core-area_mm2": 0.009774,
  "crit_chain": "clkdlybuf4s50_1",
  "path_clk_slew_ns": 0.08,
  "cpPeakStageDelay_ns": 0.50,
  "flop_cell": "dfxtp_1",
  "pre_cts_ws_ns": 2.690,
  "cts_setup_buffers": 0,
  "p_total_w": 0.0008147,
  "maxSlewViolCount": 0
}
-- layout by cell type (no fill, tap or decap), drive strengths merged, types with 7 or more instances in the layout --
cell type  synthesis  routed
and2              22      22
dfxtp             45      45
mux2i              7       7
nand2             13      13
nand3             14      14
nor2              21      21
nor3              10      10
nor4              11      11
xnor2             18      18
xor2              20      20
-- through the flow --
step                      hold WS (ns)  cells
after floorplan                 0.4321    220
after global placement          0.4511    351
after detailed placement        0.4589    351
after CTS                       0.4771    359
after global routing            0.5103    359
final                           0.4710    359
-- registers in the layout, indices dropped and copies added (netlist names) --
name     count
speaker      1
tone        26
counter     18
-- cell type report --
| class | instances | area (µm²) |
|---|---|---|
| Clock buffer | 5 | 68.82 |
| Clock inverter | 3 | 65.06 |
| Fill cell | 1032 | 7385 |
| Inverter | 6 | 22.52 |
| Multi-Input combinational cell | 164 | 1139 |
| Sequential cell | 45 | 900.9 |
| Tap cell | 133 | 166.4 |
| Timing Repair Buffer | 3 | 27.53 |
-- final timing paths --
path          startpoint          end  slack, ns  cells past startpoint
max reg2reg  counter[14]  counter[15]       3.01                      4
max              speaker      speaker       2.94                      1
min             tone[25]  counter[15]       0.47                      1
min reg2reg     tone[25]  counter[15]       0.47                      1
-- metal layers --
layer	global-route usage, %	part of all wire [%]	vias up
met5	0	0	-
met3	1.190	3.4	4
met4	0.8296	1.6	0
met2	7.806	42	11
li1	-	-	752
met1	6.764	53	645
-- report_power, final --
part / leakage (nW) / internal, W / switching [W]
registers: 0.366 / 0.000374 / 0.0000297
clock network: 0.0681 / 0.000195 / 0.000118
logic: 0.440 / 0.0000483 / 0.0000498
-- kinds of logic (layout without fill, tap and decap cells) --
| kind of cell | Yosys count | after routing |
|---|---|---|
| buf+inv | 11 | 17 |
| mux | 7 | 7 |
| compound gates | 6 | 6 |
| flops | 45 | 45 |
| simple gates | 111 | 111 |
| fa+ha+maj | 2 | 2 |
| xor+xnor | 38 | 38 |
No activity file was given, so power comes from the tool's default toggle rates.
